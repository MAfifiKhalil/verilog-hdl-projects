## design.v

```verilog
module shiftLreg8 #(
    parameter N = 8
) (
    input clk, rst, en, ldsh, SI, 
    input [N-1: 0] d, 
    output SO, 
    output reg [N-1: 0] q
);
    always @(posedge clk, posedge rst) begin 
        if (rst) 
            q <= 0; 
        else if (en) begin 
            if (ldsh)
                q <= d;
            else 
                q <= {q[N-2:0], SI};
        end
    end
    assign SO = q[N-1]; 
endmodule
```

## run.sh

```bash
#!/bin/bash
# OpenROAD 26Q1-2900-gdf79404cd8, Yosys 0.63+post, stock flow scripts
make -C /OpenROAD-flow-scripts/flow DESIGN_CONFIG=/design/flow/config.mk WORK_HOME=/design/flow/orfs finish
```

## config.mk

```make
export PLATFORM = sky130hd
export DESIGN_NAME = shiftLreg8
export DESIGN_NICKNAME = shiftLreg8
export VERILOG_FILES = /design/flow/design.v
export SDC_FILE = /design/flow/constraint.sdc
export NUM_CORES = 4
export LEC_CHECK = 1
export CORE_AREA = 10 10 73 73
export DIE_AREA = 0 0 83 83
```

## constraint.sdc

```tcl
current_design shiftLreg8

set clk_period 1.0
set clk_io_pct 0.2

create_clock -name clk0 -period $clk_period [get_ports {clk}]

set non_clock_inputs [all_inputs -no_clocks]
set_input_delay [expr $clk_period * $clk_io_pct] -clock clk0 $non_clock_inputs
set_output_delay [expr $clk_period * $clk_io_pct] -clock clk0 [all_outputs]
```

==> impl_metrics.ini <==
; yosys + openroad results
[yosys]
ys_warn_count = 1
synth.top_cell.area_share_pct = 50.6
synth-area-yosys_um2 = 395
syn_area_um2 = 395
ys_seq_share_pct = 50.6
yosys_cells = 37
synthCells = 37
avgSynthCellArea_um2 = 10.7
synth_flop_count = 8
top_area_cell = dfrtp_1
synth_cell_types = 8
yosys-top-cells-area = dfrtp_1, mux2i_1, a21oi_1

[route]
vias_per_cell = 3.22
wl_per_cell_um = 10.3
drc = 0
num_vias = 373
ant_nets = 0
n_antenna_cell = 0
drtPass1Iterations = 4
drtIter0Drc = 11
routed_wirelength_um = 1200

[timing]
rsz0062_at_grt = false
slew_headroom_pct = 78.4
finClkSkew_ns = 0.00127
fin_tns_setup_ns = 0
worst_slew_pin_slew_ns = 0.323
fmax_ghz = 1.04
finalCriticalPeriod_ns = 0.959
hold_viol = 0
maxSlewViolCount = 0
layout_setup_ws_ns = 0.0410
fin_crit_sh_pct = 95.9
setup_viol = 0

[critical_path]
worst-path-buf-inv = 1
critPathSlowestCell = dfrtp_1
reg2reg_depth = 4
r2r_slack_ns = 0.06
crit_family = flip-flops
cp.arrival_ns = 0.76
critPathLaunchType = register
cp_cell_sequence = clkdlybuf4s15_1
worstPathMaxFanout = 2
cp-end-kind = output port
worst-path-stages = 1
critPathKind = register to output port
slowest_delay_ns = 0.36
cp.required_ns = 0.80

[clock_tree]
clk_path_buf_depth = 2
cts_buffers = 3
htreeDepth = 1
clockRootBuffer = clkbuf_8
cts_tree = yes
clkTransAtPathRegs_ns = 0.04
insertion_delay_ns = 0.22
cts_hold_buffers = 0
cts.sinks = 8

[grt]
grt_pass1_wl_um = 1950
antenna_found_initial = 0
grt_pass1_vias = 383
grt_usage_pct = 3.40
overflow = 0
grt_max_degree = 17

[pwr]
power_density_nw_per_um2 = 1390
leakage_nw = 0.333
vdd_drop_max_mv = 0.782
pwr-share-clk_pct = 36.3
switchingPower_mw = 0.227
power.share.switching_pct = 22.0
pwr-share-seq_pct = 37.6
p_int_mw = 0.804
combPwrFrac_pct = 26.1

[place]
dp_slack_ns = -0.275
place_area_um2 = 721
portBuffers = 21
place.gp.congestion = 0.812
dp_cells = 111
dp_hpwl_um = 939

[status]
status = complete, no violations

[cells_and_area]
top_register = q
final.fill_count = 423
largest_reg_flops = 8
fin_area_um2 = 739
area_delta_synth_final_pct = 87.0
utilization_pct = 19.8
drive_gt1_share_pct = 35.3
instances_no_fill = 116
regArea_um2 = 200
comb_area_um2 = 158
reg_top3 = q: 8 flops

[floorplanning]
row_count = 22
num_io_pins = 22
core_area_um2 = 3740
initCoreUtil_pct = 10.6
die.size.y_um = 83
dieWidth_um = 83
die-area_um2 = 6890

[flow_run]
drv_cap = 0
warnings = 26

[min_path]
hold_path.class = input pin to async pin
## power groups by stage
stage / logic, mW / clock network, mW / registers [mW]
after CTS: 0.294 / 0.387 / 0.388
after global routing: 0.297 / 0.412 / 0.396
final: 0.269 / 0.374 / 0.388
## final timing paths
kind | from | endpoint
min in group clk0 | q[7] | q[7]
min reg2reg | q[7] | q[7]
min | rst | q[1]
max reg2reg | q[0] | q[1]
max | q[5] | q[5]
max in group asynchronous | rst | q[4]
## cell usage after synthesis
master,n
dfrtp_1,8
mux2i_1,8
nor2_1,8
a21oi_1,7
buf_4,2
buf_6,2
a21oi_2,1
inv_1,1
## layout by cell type, fill, tap and decap left out, drive strengths merged
master / netlist / layout
nor2: 8 / 8
clkdlybuf4s50: 0 / 11
clkbuf: 0 / 11
a21oi: 8 / 8
buf: 4 / 11
dfrtp: 8 / 8
inv: 1 / 1
mux2i: 8 / 8
clkdlybuf4s15: 0 / 1
dlygate4sd2: 0 / 1
## per-layer routing
layer  track usage, %  part of all wire, %  up-vias
li1                 -                    -      188
met1             5.03                   52      163
met2             3.84                   34       20
met3             2.56                   14        2
met4            0.154                 0.17        0
met5                0                    0        -
## through the flow
| step | hold WS, ns | total power [mW] |
|---|---|---|
| final | 0.232 | 1.03 |
| after detailed placement | 0.480 | 0.689 |
| after global placement | 0.468 | 0.687 |
| after global routing | 0.265 | 1.11 |
| after CTS | 0.242 | 1.07 |
| after floorplan | 0.0157 | 0.478 |
## logic make-up (layout without fill, tap and decap cells)
group / after synthesis / in the layout / share of synthesized area, %
mux: 8 / 8 / 20.3
buf+inv: 5 / 36 / 10.4
flops: 8 / 8 / 50.6
simple gates: 8 / 8 / 7.60
compound gates: 8 / 8 / 11.1
## layout make-up
class / instances / area share [%]
clock buffers: 3 / 5.58
flip-flops and latches: 8 / 27.1
well taps: 48 / 8.12
multi-input cells: 24 / 21.3
repair buffers: 32 / 37.4
inverters: 1 / 0.508
## repair_timing
item	in CTS	in global routing
setup buffers	2	0
resized	18	10
pin swaps	0	0
setup endpoints to repair	16	9
cloned	0	0
Power and IR drop assume default switching activity.
