## flow/constraint.sdc

```tcl
current_design count4

set clk_period 1.9
set clk_io_pct 0.2

create_clock -name clk0 -period $clk_period [get_ports {clk}]

set non_clock_inputs [all_inputs -no_clocks]
set_input_delay [expr $clk_period * $clk_io_pct] -clock clk0 $non_clock_inputs
set_output_delay [expr $clk_period * $clk_io_pct] -clock clk0 [all_outputs]
```

## flow/run.sh

```bash
#!/bin/bash
# OpenROAD 26Q1-2900-gdf79404cd8, Yosys 0.63+post, stock flow scripts
make -C /OpenROAD-flow-scripts/flow DESIGN_CONFIG=/design/flow/config.mk WORK_HOME=/design/flow/orfs finish
```

## flow/config.mk

```make
export PLATFORM = sky130hd
export DESIGN_NAME = count4
export DESIGN_NICKNAME = count4
export VERILOG_FILES = /design/flow/design.v
export SDC_FILE = /design/flow/constraint.sdc
export NUM_CORES = 4
export LEC_CHECK = 1
export CORE_AREA = 10 10 70 70
export DIE_AREA = 0 0 80 80
```

## flow/design.v

```verilog
module count4 (
    input clk,ld,rst,
    input [3:0] value,
    output reg [3:0] q
);
always @ (posedge clk, negedge rst)begin
    if (rst==0) begin
        q <=0;
    end
    else if (value) begin
        q <= value;
    end
    else begin
    q <= q + 1 ;    
    end
end
endmodule
```

==> results.txt <==
impl run done, here's what came out: OpenROAD warning count 26, Detailed Route Iter0 Violations 2, antenna-violating nets left 0, mapped cell area 196 sq um, Max-area cell share 0.510, CP Buf/Inv Count 1, Critical Path Sink Type output port, Resized cells post-CTS 0, R2R depth 3, GPL Wtd Cong 0.667, synthesized area per cell 12.3 sq um, synthesis warning total 1, YS chip area 196 sq um, Inserted Diodes 0, skew final 0.00334 ns, Cell Area, Placed 344 sq um, worst reg2reg path startpoint q[0]$_DFF_PN0_, Port Buffers 9, Syn Inst Count 16, post-synthesis register bit count 4, Pre-antenna DRT Iters 3, synth cell count leaders dfrtp_1, nor3_1, final wirelength 597 microns, VDD IR max 0.301 mV, Top delay family on crit path buffers and inverters, I/O pins 11, Max-Cap Viols 0, clock latency on the worst-skew pair 0.24 ns, via count 164, Synth top cell by count dfrtp_1, setup repair bufs after CTS 0, Max Slew Vio Count 0, Die Y 80 microns, pwr dens 679 nW/um^2, largest reg by FF count q, cells in synth_stat.txt 16, class of the worst hold path input port to async pin, CORE AREA 3420 sq um, FP Rows 21, top flop regs q x4, critical path arrival 1.17 ns, post-synth top area cell dfrtp_1, Clock Path Buffers 2, number of flip-flops in the largest register 4, worst relative slew slack 0.856, CP Max Fanout 4, final core utilization 0.107, slowest stage delay, CP 0.51 ns, clock net sink count 4, vias in the first global route 210, Post-synth area hogs dfrtp_1, o41ai_2, ha_1, CP Launch Type register, sequential share of the synthesized area 0.510, CTS Hold Bufs 0, Crit Path Class register to output port, total grt overflow 0, Pleak 0.000139 uW, wire per inst 8.07 microns, worst path cell trace clkdlybuf4s50_1, Reg clk slew, reported paths 0.04 ns, H-tree depth 1, design area 367 sq um, Critical-path top delay cell clkdlybuf4s50_1, CTS tree built, logic area 92.6 sq um, final worst setup slack 0.346 ns, pin count of the biggest net entering global routing 5, Tcrit/Tclk final 0.818, r2r endpoint q[1]$_DFF_PN0_, Fillers 397, first-pass GRT wire length 1.04 mm, Core Density at Floorplan 0.0575, status complete, no violations, CP Data Required Time 1.52 ns, unrepaired setup endpoints after global routing false, Setup Viol. Count Final 0, Via-to-Cell Ratio 2.22, clk root buf clkbuf_4, worst reg2reg setup slack 0.68 ns, share of cells above drive strength 1 0.179, die width 80 microns, Peak Freq 643 MHz, Post-synth ARST share 1.00, Layout Area Growth over Synthesis 86.6%, GRT Total Usage 0.0216, Sequential cell area 100 sq um, Final Hold Vio Count 0, Post-synth EDFFs 0, ys flop type dfrtp_1, pre-CTS setup slack 0.551 ns, total negative slack 0 ns, CTS buffer count 3, min Tclk post-route 1.55 ns, chip area 6400 sq um, DRC 0, Worst Tran Pin Value 0.213 ns, library cells used by synthesis 12, initial antenna violation count 0
per-layer routing:
layer  routed length, microns  GRT usage  share of wire
met1                      402     0.0347           0.67
met2                      110     0.0177           0.18
met3                       84     0.0205           0.14
met4                        0    0.00176              0
met5                        0          0              0
cell usage in the layout (no fill, tap or decap):
master / synthesis / layout
a21o_1: 1 / 1
a21o_2: 1 / 1
nor3_1: 2 / 2
clkdlybuf4s50_1: 0 / 9
xor2_1: 1 / 1
o41ai_2: 1 / 1
clkbuf_4: 0 / 3
dfrtp_1: 4 / 4
nor4b_1: 1 / 1
ha_1: 1 / 1
or2_1: 1 / 1
inv_1: 1 / 1
xnor2_1: 1 / 1
nand3_1: 1 / 1
worst max path at each step:
stage	startpoint	end	slack, ns	cells past startpoint
4_1_cts	q[0]$_DFF_PN0_	q[0]	0.33	1
5_1_grt	q[0]$_DFF_PN0_	q[0]	0.29	1
6_report	q[0]$_DFF_PN0_	q[0]	0.35	1
area by class of cell:
cell class / instances / share of cell area
clock buffers: 3 / 0.0614
well taps: 46 / 0.157
inverters: 1 / 0.0102
flip-flops and latches: 4 / 0.273
repair buffers: 9 / 0.246
multi-input cells: 11 / 0.253
kinds of logic (layout without fill, tap and decap cells):
| group | count (synthesis) | after routing | synth area share |
|---|---|---|---|
| xor+xnor | 2 | 2 | 0.0892 |
| flops | 4 | 4 | 0.510 |
| fa+ha+maj | 1 | 1 | 0.0637 |
| simple gates | 5 | 5 | 0.153 |
| compound gates | 3 | 3 | 0.166 |
| buf+inv | 1 | 13 | 0.0191 |
power breakdown:
| group | switching (uW) | leakage [uW] | internal, uW | total [uW] |
|---|---|---|---|---|
| clock network | 39.2 | 0.0000138 | 70.9 | 110 |
| registers | 5.20 | 0.0000460 | 91.1 | 96.3 |
| logic | 15.0 | 0.0000797 | 27.6 | 42.6 |
| total | 59.4 | 0.000139 | 190 | 249 |
through the flow:
step                total power, uW  std cells  hold WS (ns)
finish                          249         74         0.346
detailed placement              140         71         0.535
floorplan                       108         16        0.0844
global route                    269         74         0.343
global placement                139         71         0.513
CTS                             254         74         0.342
Power is estimated from default activity; no workload was simulated.
