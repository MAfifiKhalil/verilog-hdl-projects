## design/flow/run.sh

```bash
#!/bin/bash
# OpenROAD 26Q1-2900-gdf79404cd8, Yosys 0.63+post, stock flow scripts
make -C /OpenROAD-flow-scripts/flow DESIGN_CONFIG=/design/flow/config.mk WORK_HOME=/design/flow/orfs finish
```

## design/flow/config.mk

```make
export PLATFORM = sky130hd
export DESIGN_NAME = adder
export DESIGN_NICKNAME = adder
export VERILOG_FILES = /design/flow/design.v
export SDC_FILE = /design/flow/constraint.sdc
export NUM_CORES = 4
export LEC_CHECK = 1
export CORE_AREA = 10 10 70 70
export DIE_AREA = 0 0 80 80
```

## design/flow/constraint.sdc

```tcl
current_design adder

set clk_period 3.8
set clk_io_pct 0.2

create_clock -name clk0 -period $clk_period

set non_clock_inputs [all_inputs -no_clocks]
set_input_delay [expr $clk_period * $clk_io_pct] -clock clk0 $non_clock_inputs
set_output_delay [expr $clk_period * $clk_io_pct] -clock clk0 [all_outputs]
```

## design/flow/design.v

```verilog
module adder (
input [3:0] a,b ,
input cin ,
output cout, 
output [4:0] result
);
    assign {cout, result} = a + b + cin ;
endmodule 
```

==> flow_summary.json <==
{
  "cp-startpoint": "b[0]",
  "synthTopCellsByArea": "fa_1 26%, ha_1 24%, xnor2_1 11%",
  "yosysMostFrequentCell": "inv_1",
  "row_count": 21,
  "n_clock_buffer": 0,
  "first_iter_violations": 0,
  "synth_seq_share": 0,
  "final_area_um2": 345.3,
  "max_freq_ghz": 0.2944,
  "clock_power_share": 0,
  "portBuffers": 14,
  "synth.top_cells.by_count": "4 x inv_1, 3 x ha_1, 2 x fa_1, 2 x xnor2_1",
  "syn2layout_area_growth_pct": 122.6,
  "cp.required_ns": 3.04,
  "path_class": "input port to output port",
  "die-area_mm2": 0.006400,
  "track_usage": 0.01759,
  "aoi_share": 0.1371,
  "gp_congestion": 0.7887,
  "antenna_found_initial": 0,
  "fillCellCount": 406,
  "grt_pass1_vias": 178,
  "postCtsSetupBuffers": 0,
  "overflow": 0,
  "simple_gate_share": 0.08065,
  "flop-count": 0,
  "die_w_um": 80,
  "synth_chip_area_um2": 155.1,
  "cap_violations": 0,
  "crit_arrival_ns": 2.64,
  "comb_power_share": 1.000,
  "power_per_cell_area_mw_per_mm2": 132.7,
  "slew_violations": 0,
  "coreArea_mm2": 0.003416,
  "ioPinCount": 15,
  "power_frac_seq": 0,
  "regArea_um2": 0,
  "avgSynthCellArea_um2": 8.619,
  "synth_warnings": 0,
  "drive_gt1_frac": 0.03226,
  "topCombFamilyByArea": "adder cells",
  "mux_area_frac": 0,
  "swShare": 0.2984,
  "end_kind": "output port",
  "crit_fanout": 2,
  "placed_area_um2": 345.3,
  "final_cells": 77,
  "status": "completed",
  "xor_area_frac": 0.1129,
  "ys_cells": 18,
  "start_kind": "input port",
  "p_leak_nw": 0.1378,
  "syn_area_um2": 155.1,
  "hold_start": "b[1]",
  "drcViolationCount": 0,
  "min_period_ns": 3.396,
  "num_antenna_cells": 0,
  "yosys.area.top_type": "fa_1",
  "fp-utilization": 0.04542,
  "routedWlPerCell_um": 7.000,
  "final_antenna_net_count": 0,
  "design_power_total_mw": 0.04582,
  "hold_class": "input port to output port",
  "grt_max_degree": 4,
  "routed_wl_um": 539,
  "p_int_mw": 0.03215,
  "synthCells": 18,
  "adder_share": 0.5000,
  "dp_cells": 77,
  "hold_viol": 0,
  "yosysUniqueCellTypes": 11,
  "rsz0062_at_grt": "false",
  "fin_crit_sh": 0.8938,
  "vias": 152,
  "logic_area_um2": 132.6,
  "peakVddDrop_mv": 0.02180,
  "finalSetupViolations": 0,
  "ctsResizeCount": 0,
  "tool_warnings": 32,
  "holdBufCountCts": 0,
  "viasPerCell": 1.974,
  "drtPass1Iterations": 1,
  "setup_tns_ns": 0,
  "switching_power_mw": 0.01368,
  "grt_first_pass_wirelength_um": 910,
  "top_area_frac": 0.2581,
  "fp.dieH_um": 80
}
[routing by layer]
metal,wire length (um),vias up,track usage
li1,-,80,-
met1,223,59,0.02123
met2,139,13,0.02167
met3,176,0,0.01932
met4,0,0,0
met5,0,-,0
[placed cells by master, fill, tap and decap left out]
cell type / synthesis / layout
nand2b_1: 1 / 1
o21ai_0: 1 / 1
a21oi_2: 1 / 1
clkdlybuf4s50_1: 0 / 14
xnor2_1: 2 / 2
nor2b_1: 1 / 1
fa_1: 2 / 2
a21o_1: 1 / 1
conb_1: 1 / 1
inv_1: 4 / 4
ha_1: 3 / 3
[power by group through the flow]
stage / Combinational, mW / Sequential (mW) / Clock (mW)
final: 0.0458 / 0 / 0
after global routing: 0.0519 / 0 / 0
after CTS: 0.0470 / 0 / 0
[logic make-up after synthesis]
logic type                 Yosys count
adders and majority gates            5
buffers and inverters                5
AOI/OAI and AO/OA                    3
xor gates and xnor gates             2
and+or+nand+nor                      2
other                                1
[worst max-delay path: stages]
cell             delay, ns
clkdlybuf4s50_1       0.48
fa_1                  0.19
inv_1                 0.05
fa_1                  0.40
nor2b_1               0.12
o21ai_0               0.08
nand2b_1              0.07
clkdlybuf4s50_1       0.48
[path summary, 6_finish.rpt]
| check | endpoint | slack [ns] | cells after the start |
|---|---|---|---|
| setup / recovery | result[4] | 0.40 | 8 |
| hold / removal | result[1] | 2.61 | 5 |
[through the flow]
stage / utilization / setup WS [ns] / hold slack [ns]
6_report: 0.1011 / 0.4036 / 2.607
5_1_grt: 0.1011 / 0.1790 / 2.651
4_1_cts: 0.1011 / 0.3862 / 2.613
3_5_place_dp: 0.1011 / 0.3873 / 2.613
3_3_place_gp: 0.1011 / 0.4017 / 2.610
2_1_floorplan: - / 1.360 / 1.624
[area by class of cell]
class	instances	area share
repair buffers	14	0.4058
multi-input cells	13	0.3841
well taps	46	0.1667
inverters	4	0.04348
